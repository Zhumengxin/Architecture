## design/flow/run.sh

```bash
#!/bin/bash
# OpenROAD 26Q1-2900-gdf79404cd8, Yosys 0.63+post, stock flow scripts
make -C /OpenROAD-flow-scripts/flow DESIGN_CONFIG=/design/flow/config.mk WORK_HOME=/design/flow/orfs finish
```

## design/flow/constraint.sdc

```tcl
current_design cp0

set clk_period 8.8
set clk_io_pct 0.2

create_clock -name clk0 -period $clk_period [get_ports {clk}]

set non_clock_inputs [all_inputs -no_clocks]
set_input_delay [expr $clk_period * $clk_io_pct] -clock clk0 $non_clock_inputs
set_output_delay [expr $clk_period * $clk_io_pct] -clock clk0 [all_outputs]
```

## design/flow/config.mk

```make
export PLATFORM = sky130hd
export DESIGN_NAME = cp0
export DESIGN_NICKNAME = cp0
export VERILOG_FILES = /design/flow/design.v
export SDC_FILE = /design/flow/constraint.sdc
export NUM_CORES = 4
export LEC_CHECK = 1
export CORE_UTILIZATION = 40
```

## design/flow/design.v

```verilog
`timescale 1ns / 1ps
`timescale 1ns / 1ps
module cp0(
	input wire clk,  
	input wire [4:0] debug_addr,  
	output reg [31:0] debug_data,  
	input wire [1:0] oper,  
	input wire [4:0] addr_r,  
	output reg [31:0] data_r,  
	input wire [4:0] addr_w,  
	input wire [31:0] data_w,  
	input wire rst,  
	output reg ir_en,  
	input wire ir_in,  
	input wire int_cause,
	output wire return_en,
	output reg [31:0] EPCR,
	input wire [2:0]int_stall,
	input wire [31:0] ret_addr,  
	output wire jump_en,  
	output reg [31:0] jump_addr  
	);
	wire ir;
	reg ir_wait = 0, ir_valid = 1;
	reg ret_flag;
	reg eret = 0;
	reg cause = 0;
	reg [31:0] EHBR;
	reg [31:0] CAUSE;
	initial begin
		EHBR = 0;
		EPCR = 0;
		CAUSE = 0;
		jump_addr = 0;
		ir_en <= 1;
	end
	always @(posedge clk) begin
		if (jump_en && (int_stall == 0 || int_stall == 3) && ir_en == 1 )
			ir_en =0; 
		else if(int_stall == 3)
			ir_en = 1;
		else;
	end
	always @(posedge clk) begin
		cause <= int_cause;
		if (rst)
			ir_wait <= 0;
		else if (ir_in)
			ir_wait <= 1;
		else if (eret)
			ir_wait <= 0;
	end
	always @(posedge clk) begin
		if (rst)
			ir_valid <= 1;
		else if (eret)
			ir_valid <= 1;
		else if (ir)
			ir_valid <= 0;  
	end
	assign ir = ir_en & ir_wait;
	assign jump_en = ir; 
	assign return_en  = eret;
	always @(*) begin
		eret <= 0;
		if(ir)begin
			jump_addr <= EHBR;
		end
		else begin
			case(oper)
				2'b01: begin	 
					case(addr_r)
						5'h2: data_r <= EPCR;
						5'h3: data_r <= EHBR;
						default: data_r <= 0;
					endcase
				end				
				2'b11: begin	 
					eret <= 1;
					jump_addr <= EPCR;
				end
				default:;
			endcase
		end
	end
	always @(posedge clk) begin
		if(ir && (int_stall == 0 || int_stall == 3))begin
			EPCR <= ret_addr;
			CAUSE <= cause;
		end
		else begin
			case(oper)
				2'b10: begin	 
					case(addr_w)
						2: EPCR <= data_w;
						3: EHBR <= data_w;
						default: ;
					endcase
				end
			endcase
		end
	end
endmodule
```

==> flow_metrics.env <==
# physical design summary
export IMPL_status="complete, no violations"
export IMPL_fin_hold_ws_ns=0.529
export IMPL_ctsHoldBuffers=0
export IMPL_routedWlPerCell_um=17.3
export IMPL_fp_util_pct=41.0
export IMPL_cts_resized=0
export IMPL_min_from="ir_wait"
export IMPL_ys_cells=293
export IMPL_antenna_found_initial=0
export IMPL_fp_coreArea_sq_mm=0.0108
export IMPL_chipHeight_um=107
export IMPL_setup_viol=0
export IMPL_end_kind="output port"
export IMPL_warnings=31
export IMPL_ioPinCount=219
export IMPL_worstSkewPairLatency_ns=0.34
export IMPL_dpl_instance_area_sq_mm=0.00630
export IMPL_untimed_endpoints=128
export IMPL_routabilityCongestion=0.783
export IMPL_htree_num_levels=3
export IMPL_port_buffers=180
export IMPL_root_buffer="clkbuf_8"
export IMPL_ant_nets=0
export IMPL_clk_path_buf_depth=2
export IMPL_grt_pass1_vias=2949
export IMPL_cp_start_kind="input port"
export IMPL_critical_path_class="input port to output port"
export IMPL_drt_vias_per_instance=4.76
export IMPL_drc=0
export IMPL_maxSlewViolCount=0
export IMPL_cts_buffers_inserted=9
export IMPL_fin_skew_ns=0.00910
export IMPL_ys_ff=130
export IMPL_cts_tree="done"
export IMPL_period_minus_slack_ns=4.77
export IMPL_fin_crit_sh_pct=54.2
export IMPL_hpwl_um=7150
export IMPL_power_leakage_nw=2.45
export IMPL_drt_first_pass_iters=4
export IMPL_worstPathRequired_ns=7.04
export IMPL_hold_path_class="flip-flop to flip-flop"
export IMPL_grt_pass1_wl_um=16000
export IMPL_clkTransAtPathRegs_ns=0.07
export IMPL_grt_max_degree=34
export IMPL_startpoint="oper[1]"
export IMPL_crit_arrival_ns=3.01
export IMPL_grt_setup_unrepaired="false"
export IMPL_synthCells=293
export IMPL_area_growth_pct=46.8
export IMPL_gr_total_overflow=0
export IMPL_fin_tns_setup_ns=0
export IMPL_finish_utilization_pct=60.2
export IMPL_crit_fanout=5
export IMPL_yosys_warnings=33
export IMPL_fin_ws_ns=4.03
export IMPL_fin_area_sq_mm=0.00650
export IMPL_hold_viol_final=0
export IMPL_max_vdd_ir_drop_v=0.0000804
export IMPL_power_density_mw_per_mm2=120
export IMPL_antenna_cells=0
export IMPL_fmax_mhz=210
export IMPL_reg2reg_from="ir_en"
export IMPL_totalWireLength_um=10800
export IMPL_rows=38
export IMPL_grt_total_usage_pct=20.1
export IMPL_drv_cap=0
export IMPL_worstMarginPinSlew_ns=0.533
export IMPL_avgSynthCellArea_sq_um=15.1
export IMPL_drive_above_1_share_pct=19.2
export IMPL_dp_slack_ns=4.05
export IMPL_unclocked_pins=64
export IMPL_num_vias=2973
export IMPL_synth_cell_type_count=25
export IMPL_slew_headroom_pct=64.4
export IMPL_synth_area_sq_mm=0.00443
export IMPL_yosys_area_sq_mm=0.00443
export IMPL_die_area_sq_mm=0.0115
export IMPL_die_w_um=107
export IMPL_cts_setup_buffers=0
export IMPL_initialDrtViolationCount=92
cell families after synthesis:
kind of cell | synth area share (%)
buf+inv | 7.49
flops | 44.3
compound gates | 6.92
other cells | 0.0847
xor+xnor | 0.198
simple gates | 2.77
mux | 16.5
latches | 21.7
worst max-delay path, stage by stage:
cell and delay, ns:
clkdlybuf4s50_1 0.59, and3_1 0.19, clkdlybuf4s50_1 0.47
cells in the mapped netlist, drive strengths merged:
master / count / area share (%)
a21oi: 2 / 0.23
a22o: 33 / 6.5
and3: 1 / 0.14
buf: 44 / 7.4
conb: 1 / 0.085
dfxtp: 2 / 0.90
dlxtn: 64 / 22
edfxtp: 64 / 43
inv: 1 / 0.085
mux2: 64 / 16
mux2i: 1 / 0.23
nand2: 1 / 0.085
nand2b: 3 / 0.42
nand3b: 4 / 0.68
nor2: 1 / 0.085
nor3: 1 / 0.37
nor3b: 1 / 0.17
nor4: 1 / 0.28
nor4b: 2 / 0.54
o21bai: 1 / 0.17
xor2: 1 / 0.20
metrics by stage:
step	total power [mW]	cells
after global routing	0.815	625
after CTS	0.793	625
after global placement	0.540	609
final	0.783	625
after floorplan	0.460	324
after detailed placement	0.540	609
cell type report:
type,instances,area [sq um]
fill,851,4290
inverter,1,3.75
clock buffer,10,128
timing repair buffer,189,1870
multi-input combinational,149,1330
clock inverter,6,67.6
tap,140,175
sequential,130,2920
worst paths after layout:
path,endpoint,slack [ns],cells past startpoint
worst min register to register,ir_wait,0.53,2
worst max-delay path,return_en,4.03,3
worst min-delay path,ir_wait,0.53,2
worst max register to register,EHBR[5],6.68,6
layout by cell type, fill, tap and decap left out, drive strengths merged:
cell type        n
dfxtp            2
edfxtp          64
nand2b           3
bufinv           1
nand2            1
mux2            64
clkdlybuf4s50  180
buf              9
mux2i            1
nor2             1
nor4             1
dlxtn           64
nand3b           4
o21bai           1
clkinv           3
nor3             1
xor2             1
nor3b            1
inv              1
clkinvlp         2
clkbuf          10
a22o            33
conb            32
nor4b            2
a21oi            2
and3             1
where the power goes:
part | total, mW | switching (mW) | internal [mW]
Sequential | 0.394 | 0.00801 | 0.386
Combinational | 0.138 | 0.0479 | 0.0897
Clock | 0.251 | 0.120 | 0.131
Total | 0.783 | 0.176 | 0.607
flip-flops by register name, summed over array words and instances, names as in the netlist:
register,cells
EHBR,32
EPCR,32
data_r,32
jump_addr,32
ir_en,1
ir_wait,1
layer usage:
metal	wire [um]	vias to the layer above	GRT usage, %
met5	0	-	0
met4	133	0	2.25
met3	717	9	4.59
met2	5560	118	34.1
met1	4400	1450	28.9
li1	-	1396	-
Power figures rest on the tool's default switching activity, not on a simulated workload.

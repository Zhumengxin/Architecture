**/design/flow/config.mk**
```make
export PLATFORM = sky130hd
export DESIGN_NAME = mux8to1_32
export DESIGN_NICKNAME = mux8to1_32
export VERILOG_FILES = /design/flow/design.v
export SDC_FILE = /design/flow/constraint.sdc
export NUM_CORES = 4
export LEC_CHECK = 1
export CORE_AREA = 10 10 120 120
export DIE_AREA = 0 0 130 130
```
**/design/flow/constraint.sdc**
```tcl
current_design mux8to1_32

set clk_period 7.7
set clk_io_pct 0.2

create_clock -name clk0 -period $clk_period

set non_clock_inputs [all_inputs -no_clocks]
set_input_delay [expr $clk_period * $clk_io_pct] -clock clk0 $non_clock_inputs
set_output_delay [expr $clk_period * $clk_io_pct] -clock clk0 [all_outputs]
```
**/design/flow/design.v**
```verilog
`timescale 1ns / 1ps
module mux8to1_32(
	input [31:0] x0,
	input [31:0] x1,
	input [31:0] x2,
	input [31:0] x3,
	input [31:0] x4,
	input [31:0] x5,
	input [31:0] x6,
	input [31:0] x7,
	input [2:0] sel,
	output reg[31:0] o );
	always @* begin
		case(sel)
			'b000: o = x0;
			'b001: o = x1;
			'b010: o = x2;
			'b011: o = x3;
			'b100: o = x4;
			'b101: o = x5;
			'b110: o = x6;
			'b111: o = x7;
		endcase
	end
endmodule
```
**/design/flow/run.sh**
```bash
#!/bin/bash
# OpenROAD 26Q1-2900-gdf79404cd8, Yosys 0.63+post, stock flow scripts
make -C /OpenROAD-flow-scripts/flow DESIGN_CONFIG=/design/flow/config.mk WORK_HOME=/design/flow/orfs finish
```
==> reports/results.txt <==
Hold crit path type: in -> out
Core ar.: 11900 sq um
Pwr Total: 0.281 mW
CP max FO: 38
Synth Warn #: 1
Status: finished clean
DR WL met2: 7.55 mm
Diodes inserted: 0
Max-cap violation count: 0
Cell internal pwr: 0.200 mW
Dpl hpwl: 12.3 mm
Area leader share: 17.7%
Peak VDD IR: 21.7 uV
Vias per Instance: 4.91
Die area: 16900 sq um
Clock power frac: 0%
Drt first-iter violations: 197
Register Area: 0 sq um
Slew Viols, Final: 0
Initial antenna violation count: 0
DRT Pass-1 Iters: 4
Placement Rows: 40
Vias in the first global route: 3649
Congestion Overflow GR: 0
Die y size: 130 um
Cycle use final: 73.9%
Post-DP Area: 5150 sq um
CP Class: in -> out
Leading area contributor after synthesis: a22oi_1
Post-synth area hogs: a22oi_1 18%, mux2_2 14%, a21bo_2 11%, nand2b_1 8.9%, o211ai_1 8.4%
Fin area: 5150 sq um
Sequential share of power: 0%
Post-Syn Instances: 306
Wirelength per Cell: 20.9 um
Top Layer Used: met4
Synth cell types: 29
Mapped cell area: 2240 sq um
Gpl congestion: 0.882
Worst EP arrival: 4150 ps
Ratio of cells with drive above 1 in the final layout: 12.1%
Hold slack: 4030 ps
# port buffers: 291
Fmax: 0.176 GHz
DR DRC count: 0
Post-Layout Cell Count: 711
Via count: 3493
Max-slew headroom: 44.8%
Final WL: 14.8 mm
CP Capture Type: primary output
Placed Cells: 711
RSZ-0062 raised after global routing: no
YS chip area: 2240 sq um
Critical path launch point type: input port
Hold Vio Cnt, Final: 0
CP Data Required Time: 6160 ps
Tool warnings: 32
Leak pwr: 1.84 nW
Initial Utilization: 18.8%
Power Density: 54.6 nW/um^2
Setup_tns: 0 ps
First-pass GRT wire length: 21.0 mm
Die x size: 130 um
# Cells Yosys: 306
Mapped Avg Cell Area: 7.34 sq um
Clock buffers: 0
Switch Pwr: 0.0815 mW
Seq share, synth: 0%
Switching share of power: 29.0%
Post-layout min period: 5690 ps
Postcts setup bufs: 0
Flops: 0
Worst-Margin Slew: 826 ps
PostCTS Resize Cnt: 0
Maximum number of pins on one net before global-route repair: 62
WL met3: 1.74 mm
DRT met1 WL: 5.39 mm
IO Pins: 291
Final antenna-violating net count: 0
Total track usage: 15.9%
Comb power frac: 100.0%
Final setup fails: 0
Synth-to-Final Area Change: 129%
# hold bufs at CTS: 0
## layer usage
layer	global-route usage [%]	up-vias
li1	-	1722
met1	17.5	1569
met2	29.3	192
met3	6.17	10
met4	1.65	0
met5	0	-
## layout by cell type (no fill, tap or decap)
| master | netlist | routed |
|---|---|---|
| a22oi_1 | 53 | 53 |
| nor2_2 | 1 | 1 |
| a21oi_1 | 2 | 2 |
| nand2b_1 | 32 | 32 |
| and3b_1 | 2 | 2 |
| nor2_1 | 29 | 28 |
| mux2_2 | 28 | 28 |
| and4b_1 | 2 | 2 |
| a31oi_1 | 27 | 27 |
| mux4_2 | 3 | 3 |
| buf_4 | 3 | 7 |
| o2bb2ai_1 | 3 | 3 |
| clkdlybuf4s50_1 | 0 | 288 |
| a211o_1 | 1 | 1 |
| inv_1 | 3 | 3 |
| nor2_4 | 0 | 1 |
| nand2_1 | 11 | 11 |
| o21ai_0 | 3 | 3 |
| or3_4 | 1 | 1 |
| buf_2 | 26 | 2 |
| o32a_1 | 3 | 3 |
| mux2i_1 | 6 | 6 |
| nor3b_1 | 1 | 1 |
| a221oi_1 | 3 | 3 |
| o211ai_1 | 25 | 25 |
| nand4b_1 | 3 | 3 |
| a21bo_2 | 25 | 25 |
## power groups by stage
stage	clock network (mW)	logic (mW)	registers (mW)
5_1_grt	0	0.304	0
6_report	0	0.281	0
4_1_cts	0	0.285	0
## synth_stat cells
cell type	n
o211ai_1	25
clkbuf_1	5
or3_4	1
nor2_2	1
nand4b_1	3
and3b_1	2
o21ai_0	3
clkbuf_2	1
buf_12	1
o32a_1	3
a22oi_1	53
nor2_1	29
nand2b_1	32
a31oi_1	27
nor3b_1	1
mux2i_1	6
mux4_2	3
and4b_1	2
nand2_1	11
a21bo_2	25
a221oi_1	3
inv_1	3
o2bb2ai_1	3
a211o_1	1
buf_2	26
mux2_2	28
buf_4	3
a21oi_1	2
buf_6	3
## cell type report
class / instances / area, sq um
repair buffers: 297 / 2950
inverters: 3 / 11.3
multi-input cells: 264 / 2010
fillers: 1184 / 6760
well taps: 147 / 184
## per-stage QoR
stage	util [%]	setup slack (ps)
2_1_floorplan	-	3680
3_3_place_gp	43.2	2040
3_5_place_dp	43.2	1950
4_1_cts	43.2	1940
5_1_grt	43.2	1750
6_report	43.2	2010
## critical path, stage by stage
cell,delay (ps)
buf_2,440
buf_4,430
and3b_1,590
buf_4,330
a22oi_1,120
a31oi_1,180
clkdlybuf4s50_1,500
## final timing paths
path,cells after the start,end,startpoint
max,7,o[18],sel[2]
min,4,o[0],x0[0]
## cells by family after synthesis
family	count (synthesis)	share of synthesized area (%)
AND/OR/NAND/NOR	82	19.6
multiplexers	37	19.7
buffers and inverters	42	10.8
AND-OR/OR-AND	145	49.9
Power figures rest on the tool's default switching activity, not on a simulated workload.

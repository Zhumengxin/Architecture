==> flow/design.v <==
`timescale 1ns / 1ps
`timescale 1ns / 1ps
module Regs(
	input clk, rst, L_S,
	input wire [4:0] debug_addr,   
	output wire [31:0] debug_data,   
	input [4:0] R_addr_A, R_addr_B, Wt_addr,
	input [31:0] Wt_data,
	output [31:0] rdata_A, rdata_B );
	reg [31:0] register [1:31];
	integer i;
	assign rdata_A = (R_addr_A == 0)? 0: register[R_addr_A];
	assign rdata_B = (R_addr_B == 0)? 0: register[R_addr_B];
	always @(posedge clk, posedge rst) begin
		if(rst == 1) for(i = 1; i < 32; i = i + 1) register[i] <= 0;
		else if(Wt_addr != 0 && L_S == 1) register[Wt_addr] <= Wt_data;
	end
		assign debug_data = (debug_addr == 0) ? 0 : register[debug_addr];
endmodule
==> flow/run.sh <==
#!/bin/bash
# OpenROAD 26Q1-2900-gdf79404cd8, Yosys 0.63+post, stock flow scripts
make -C /OpenROAD-flow-scripts/flow DESIGN_CONFIG=/design/flow/config.mk WORK_HOME=/design/flow/orfs finish
==> flow/config.mk <==
export PLATFORM = sky130hd
export DESIGN_NAME = Regs
export DESIGN_NICKNAME = Regs
export VERILOG_FILES = /design/flow/design.v
export SDC_FILE = /design/flow/constraint.sdc
export NUM_CORES = 4
export LEC_CHECK = 1
export CORE_UTILIZATION = 30
==> flow/constraint.sdc <==
current_design Regs

set clk_period 11.8
set clk_io_pct 0.2

create_clock -name clk0 -period $clk_period [get_ports {clk}]

set non_clock_inputs [all_inputs -no_clocks]
set_input_delay [expr $clk_period * $clk_io_pct] -clock clk0 $non_clock_inputs
set_output_delay [expr $clk_period * $clk_io_pct] -clock clk0 [all_outputs]
==> results.txt <==
Synthesis and PnR results.

- The fraction of post-synthesis cell area in the top cell type by area is 0.417.
- Setup repair after global routing left no endpoint under its margin.
- Before antenna repair, the detailed router went through 10 iterations.
- The count of buffers from port buffering is 150.
- Counting flops with a built-in enable in the synthesized netlist gives 0.
- The number of max-slew violations in the final report reads 0.
- The DRC violations left reads 0.
- The peak ir drop on the vdd network is 0.128 mV.
- The global-route wire length before repair is 624000 um.
- For this run, the number of Yosys warnings is 2.
- The detailed router put a total of 172000 um of wire on met1.
- The top layer reached by signal wires reads met5.
- Per the synth log, the flip-flop and latch total comes to 992.
- The ratio of final minimum period to clock period is 0.806.
- The TritonCTS clock tree reads done.
- The flow ran to the end, and the final reports show no timing, DRC or antenna violations.
- Entering global routing, the biggest net connects 114 pins.
- The gate count after technology mapping reads 6035.
- The count of warning messages emitted by the tools is 31.
- For this configuration, the core starts out at a cell density of 0.302.
- For reference, the final report shows the hold violation count at 0.
- The final timing report lists clock skew as 0 ns.
- The final report gives the standard cell area, fillers excluded, as 69400 sq um.
- The critical path arrival is 7.15 ns.
- For this run, the final setup violation count is recorded as 0.
- The aggregate routed wire length reads 482000 um.
- The class of the tightest hold or removal check is flip-flop to flip-flop.
- The filler cell count reads 19800.
- The cell count after placement reads 8517.
- In the post-synthesis netlist, the biggest area contributors are dfrtp_1, mux2_2, nand3_1.
- The dominant register cell is dfrtp_1.
- After detailed routing, the met3 layer carries 75000 um of wire.
- The footprint of the multi-input gates reads 32400 sq um.
- The non-filler instance count after layout reads 8801.
- The critical path capture point type reads a primary output.
- The total routing usage reported by global routing is 0.488.
- The via count of the first global-routing pass is 60900.
- Per the post-route antenna check, the number of violating nets is 0.
- The number of max-cap violations reads 0.
- The areal power density over the cells reads 163 nW/um^2.
- The number of cells in Yosys stat reads 6035.
- The sequential cells in the finished layout cover a total of 24800 sq um.
- Looking at the critical path, the highest net fanout was 35.
- The proportion of layout cells with a drive suffix above 1 reads 0.286.
- The standard-cell row count is 163.
- The final route contains 65800 vias.
- The HPWL reported at the end of detailed placement reads 312000 um.
- In the Yosys stats the netlist draws on 68 distinct library cells.
- The largest buffer count on any clock path is 3.
- The number of flip-flops under the largest register name is 992.
- The clock transition time at the flip-flop clock pins of the worst setup and hold paths is 0.06 ns.
- The worst setup path is of the input pin to primary output kind.
- The area growth from synthesis to layout is 16.5%.
- The final core utilization is 0.352.
- The logic depth of the worst register-to-register path is 1.
- Per the gpl log, the routability congestion estimate is 1.12.
- The biggest area consumer among synthesized cells is dfrtp_1.
- After detailed routing, the met2 layer carries 188000 um of wire.
- The count of clock tree sinks reads 992.
- The placeable core area reads 197000 sq um.
- Counting flops per register, the top entry is register.
- Per the slew report, the remaining headroom to the max-slew limit stands at 0.0904.
- Once the clock tree was built, the resizer swapped 0 gates to a different size.
- The height of the die is 448 um.
- The maximum level of the CTS H-tree is 3.
- The global route total overflow is 0.
- The chip occupies 200000 sq um.
- The capture point of the worst path is debug_data[0].
- The area reported by Yosys stat is 59600 sq um.
- The horizontal extent of the die reads 448 um.
- The initial antenna violation count came to 54.
- The violation count after the first detailed-routing iteration is 10300.
- At the worst endpoint, the required time is 9.44 ns.
- The total placed instance area reads 65100 sq um.
- For the worst-skew pair, the clock arrives at the later sink with an insertion delay of 0.83 ns.
- The kind of launch point of the worst setup path is an input pin.
- The number of top-level pins is 151.
- A synthesized cell averages 9.87 sq um.
- The most critical setup path has its startpoint at debug_addr[4].
- The transition time recorded at the tightest slew-check pin is 1.33 ns.
- The cell area after synthesis is 59600 sq um.
- In this run the clock root is driven by a clkbuf_16.
- The routed design shows a via density per instance of 7.47.
- The quantity of hold-fixing buffers added after cts is 0.
- Per Yosys stat, the portion of area used by sequential elements is 0.417.
- The endpoint of the most critical register-to-register path reads register[31][31]$_DFFE_PP0P_.
- Buffers inserted during clock tree synthesis total 118.
- The number of setup buffers added after CTS is 0.
- The async set-reset flop share out of synthesis is 1.00.
- The largest registers in the layout are register: 992 flops.
- The setup slack of the most critical reg-to-reg path is 10.79 ns.
- The routed length per placed instance reads 54.8 um.
- The routed design could run at a clock period as short as 9.51 ns.
- The script extracted a total leakage power of 27.9 nW.
- The highest clock rate this design can be run at is 105 MHz.
- The launch instance of the worst register-to-register path reads register[31][31]$_DFFE_PP0P_.
- The total power reads 11.3 mW.
## worst max-delay path, stage by stage
cell             delay [ns]
clkdlybuf4s50_1        0.46
buf_4                  0.39
and2_4                 0.63
and2_1                 1.13
buf_4                  0.50
a2111oi_0              0.17
and3_1                 0.23
a31oi_1                0.56
clkdlybuf4s50_1        0.59
## synthesized netlist by cell type, types with 10 or more instances
cell / count
nor2_1: 67
nor4_1: 76
a22oi_1: 472
or2_2: 12
and3b_1: 12
nor4bb_1: 12
nand2_1: 76
nand4b_1: 12
a221o_1: 16
clkbuf_1: 444
a22o_1: 82
a221oi_1: 11
buf_1: 109
nor2b_1: 17
nand2b_1: 13
nand3b_1: 15
a2111oi_0: 60
and4_1: 80
a222oi_1: 44
nor3_1: 50
and3_1: 212
inv_1: 10
buf_2: 153
a31oi_1: 100
and2_1: 47
and4b_1: 10
nand3_1: 1187
nand4_1: 323
dfrtp_1: 992
o31a_1: 12
o21ai_0: 22
a21oi_1: 150
mux2_2: 992
a32oi_1: 16
o211ai_1: 10
mux2i_1: 15
## through the flow
stage	setup TNS, ns	hold WS (ns)	setup slack, ns
after floorplan	-4192.52	0.498	-4.23
after global placement	0	0.533	2.66
after detailed placement	0	0.552	2.64
after CTS	0	0.564	2.63
after global routing	0	0.588	2.52
final	0	0.564	2.29
## where the power goes
part	internal (mW)	switching, mW
logic	0.857	1.15
registers	4.05	1.20
clock network	2.34	1.72
## placed cells by master (no fill, tap or decap), types with 13 or more instances in the layout
cell / Yosys / final
nand3_1: 1187 / 1187
mux2_2: 992 / 992
dfrtp_1: 992 / 992
a22oi_1: 472 / 472
buf_4: 1 / 394
nand4_1: 323 / 323
and3_1: 212 / 208
a21oi_1: 150 / 150
clkdlybuf4s50_1: 0 / 136
clkbuf_16: 0 / 120
a31oi_1: 100 / 100
a22o_1: 82 / 82
and4_1: 80 / 80
nor4_1: 76 / 71
diode_2: 0 / 66
nand2_1: 76 / 64
a2111oi_0: 60 / 60
and2_1: 47 / 47
a222oi_1: 44 / 44
nor3_1: 50 / 41
nor2_1: 67 / 27
nor2_4: 0 / 22
nor2_2: 4 / 22
o21ai_0: 22 / 22
clkbuf_1: 444 / 21
clkinv_2: 0 / 21
bufinv_16: 0 / 18
a32oi_1: 16 / 16
a221o_1: 16 / 16
nand3b_1: 15 / 15
mux2i_1: 15 / 15
clkbuf_8: 0 / 13
## layer usage
metal | global-route usage | vias up
met2 | 0.635 | 6532
li1 | - | 23500
met3 | 0.276 | 2209
met5 | 0.0430 | -
met1 | 0.601 | 33500
met4 | 0.349 | 60
## logic make-up after synthesis
kind of cell,after synthesis,synth area share
AOI/OAI and AO/OA,1040,0.129
buffers and inverters,718,0.0485
DFF,992,0.417
muxes,1015,0.192
and+or+nand+nor,2270,0.214
## final cells by class
type	count	area share
multi-input cells	4325	0.467
flip-flops and latches	992	0.358
repair buffers	550	0.0658
well taps	2640	0.0476
clock buffers	154	0.0470
clock inverters	64	0.0126
diodes	66	0.00238
inverters	10	0.000595
## worst min path at each step
stage | startpoint | end | slack [ns] | depth (start not counted)
4_1_cts | register[18][15]$_DFFE_PP0P_ | register[18][15]$_DFFE_PP0P_ | 0.56 | 1
5_1_grt | register[10][15]$_DFFE_PP0P_ | register[10][15]$_DFFE_PP0P_ | 0.59 | 1
6_report | register[22][21]$_DFFE_PP0P_ | register[22][21]$_DFFE_PP0P_ | 0.56 | 1
Power figures rest on the tool's default switching activity, not on a simulated workload.
